--- flow/design.v ---
module synchronous_fifo #(parameter WIDTH=8, DEPTH=8)(
  input rst,
  input clk,
  input wr_en,
  input rd_en,
  input [WIDTH-1:0] data,
  output reg [WIDTH-1:0] dout,
  output full,
  output empty
);
  reg [$clog2(DEPTH)-1:0] wr_ptr;
  reg [$clog2(DEPTH)-1:0] rd_ptr;
  reg [WIDTH-1:0] fifo [0:DEPTH-1];
  assign full  = ((wr_ptr + 1) % DEPTH) == rd_ptr;
  assign empty = (wr_ptr == rd_ptr);
  always @(posedge clk or posedge rst) begin
    if (rst) begin
      wr_ptr <= 0;
    end else if (wr_en && !full) begin
      fifo[wr_ptr] <= data;
      wr_ptr <= wr_ptr + 1;
    end
  end
  always @(posedge clk or posedge rst) begin
    if (rst) begin
      rd_ptr <= 0;
      dout <= 0;
    end else if (rd_en && !empty) begin
      dout <= fifo[rd_ptr];
      rd_ptr <= rd_ptr + 1;
    end
  end
  initial begin
    $monitor("Time=%0t | wr_en=%0b, data=0x%0h | rd_en=%0b, dout=0x%0h | empty=%0b, full=%0b",$time, wr_en, data, rd_en, dout, empty, full);
  end
endmodule
--- flow/run.sh ---
#!/bin/bash
# OpenROAD 26Q1-2900-gdf79404cd8, Yosys 0.63+post, stock flow scripts
make -C /OpenROAD-flow-scripts/flow DESIGN_CONFIG=/design/flow/config.mk WORK_HOME=/design/flow/orfs finish
--- flow/config.mk ---
export PLATFORM = sky130hd
export DESIGN_NAME = synchronous_fifo
export DESIGN_NICKNAME = synchronous_fifo
export VERILOG_FILES = /design/flow/design.v
export SDC_FILE = /design/flow/constraint.sdc
export NUM_CORES = 4
export LEC_CHECK = 1
export CORE_UTILIZATION = 50
--- flow/constraint.sdc ---
current_design synchronous_fifo

set clk_period 4.2
set clk_io_pct 0.2

create_clock -name clk0 -period $clk_period [get_ports {clk}]

set non_clock_inputs [all_inputs -no_clocks]
set_input_delay [expr $clk_period * $clk_io_pct] -clock clk0 $non_clock_inputs
set_output_delay [expr $clk_period * $clk_io_pct] -clock clk0 [all_outputs]
==> results.py <==
# Metrics from the implementation run
metrics = {
    "cells_and_area": {
        "final_cell_mix": "edfxtp_1, clkdlybuf4s50_1, nand2_1",
        "final_area_sq_um": 3650,
        "drive_gt1_frac": 0.109,
        "layout_top_cell": "edfxtp_1",
        "syn2layout_area_growth_pct": 14.4,
    },
    "flow_run": {
        "warnings": 33,
        "drv_cap": 0,
    },
    "final_timing": {
        "setup_tns_ns": 0,
        "hold_viol_final": 0,
        "finalSetupViolCount": 0,
        "finalMaxSlewViolations": 0,
        "slew_headroom": 0.499,
        "rsz0062_at_grt": "false",
        "worst_slew_pin_slew_ns": 0.752,
        "post-route-min-period_ns": 3.05,
        "period_used_share": 0.726,
        "finClkSkew_ns": 0.00742,
        "fmax_ghz": 0.328,
    },
    "worst_setup_path": {
        "critical_path_class": "register to output port",
        "path_max_fanout": 6,
        "cp.required_ns": 3.36,
        "worstPathArrival_ns": 2.21,
        "cp-start-kind": "register",
        "endpoint_kind": "output port",
    },
    "floorplan": {
        "num_rows": 28,
        "core_area_sq_um": 6030,
        "die_area_sq_um": 6700,
        "dieHeight_um": 81.8,
        "dieWidth_um": 81.8,
        "ios": 22,
        "fp-utilization": 0.529,
    },
    "cts": {
        "clockBufferDepth": 2,
        "cts_resized": 0,
        "cts-root-buf": "clkbuf_8",
        "htreeDepth": 3,
        "path_clk_slew_ns": 0.08,
        "clk_latency_ns": 0.33,
        "cts_hold_buf": 0,
        "cts-buffers-inserted": 9,
        "postCtsSetupBuffers": 0,
        "cts_tree": "built",
        "clock-sinks": 78,
    },
    "grt": {
        "groute.usage.overall": 0.215,
        "antenna_found_initial": 0,
        "first_global_vias": 1811,
        "grt_start_max_net_pins": 22,
        "grt_pass1_wl_um": 9290,
        "overflow": 0,
    },
    "routing": {
        "dr.pass1.iters": 5,
        "routedWlPerCell_um": 18.6,
        "viasPerCell": 5.63,
        "vias": 1761,
        "routed.top_layer": "met4",
        "routed_wl_um": 5840,
        "diodes": 0,
        "m1WireLength_um": 2510,
        "wl_met3_um": 570,
        "drc": 0,
        "ant_nets": 0,
        "wl_met2_um": 2720,
        "drtIter0Drc": 73,
    },
    "synthesis": {
        "ys_cells": 208,
        "synth.distinct_cells": 29,
        "ys.flops": 78,
        "ys_chip_area_sq_um": 3190,
        "yosysWarnings": 3,
        "enable_flop_cells": 64,
        "synthFlopType": "edfxtp_1",
        "synth_area_per_cell_sq_um": 15.3,
        "async_flop_share": 0.179,
        "ys_seq_frac": 0.713,
        "synth_cells": 208,
        "synth_area_sq_um": 3190,
    },
    "placement": {
        "portBuffers": 21,
        "gp_congestion": 0.880,
        "dp.final_hpwl_um": 3860,
        "post_dp_cell_area_sq_um": 3460,
    },
    "pwr": {
        "p_leak_nw": 1.30,
        "max-vdd-ir-drop_v": 0.000493,
        "power.density_nw_per_um2": 685,
    },
    "status": {
        "status": "completed",
    },
    "min_path": {
        "hold_path_class": "register to register",
    },
}
synthesized netlist by cell type, types with 6 or more instances:
cell type,number,area (sq um)
a221oi_1,7,61.3
and2_1,6,37.5
dfrtp_1,14,350
edfxtp_1,64,1920
ha_1,12,150
inv_1,7,26.3
mux2_2,6,67.6
nand2_1,19,71.3
nor2_1,9,33.8
nor3_1,8,40.0
o31ai_1,9,67.6
cell families after synthesis:
family                   Yosys count  share of synthesized area
AND-OR/OR-AND                     38                     0.0954
XOR/XNOR                           8                     0.0220
adder cells (fa/ha/maj)           12                     0.0471
buffers and inverters             16                     0.0251
flip-flops                        78                      0.713
multiplexers                       6                     0.0212
AND/OR/NAND/NOR                   50                     0.0762
worst max-delay path, stage by stage (launching register included):
cell,delay [ns]
dfrtp_1,0.47
ha_1,0.27
ha_1,0.31
xnor2_1,0.15
nor3_1,0.20
clkdlybuf4s50_1,0.48
flip-flops by register name, summed over array words and instances (netlist names):
name,flops
fifo,64
dout,8
rd_ptr,3
wr_ptr,3
per-layer routing:
layer  vias to the layer above  global-route usage
met1                       843               0.328
li1                        850                   -
met2                        64               0.312
met5                         -                   0
met3                         4               0.120
met4                         0              0.0175
power by group:
group	switching, mW	internal (mW)
logic	0.476	0.427
registers	0.106	0.965
clock network	0.253	0.272
total	0.835	1.66
final cells by class:
type | instances | area [sq um]
clock buffers | 10 | 128
inverters | 7 | 26.3
multi-input cells | 114 | 840
clock inverters | 6 | 62.6
flip-flops and latches | 78 | 2270
fillers | 454 | 2380
well taps | 75 | 93.8
repair buffers | 23 | 225
path summary, 6_finish.rpt:
check                                from  slack [ns]         end  depth (start not counted)
worst min-delay path              dout[4]        0.49     dout[4]                          2
worst max-delay path            wr_ptr[0]        1.15        full                          5
worst min register to register    dout[4]        0.49     dout[4]                          2
max in group asynchronous             rst        2.89     dout[7]                          2
worst max register to register  wr_ptr[0]        1.48  fifo[6][3]                          6
min in group asynchronous             rst        0.93   wr_ptr[2]                          2
metrics by stage:
step / worst slack, ns / utilization / power, mW / hold WS (ns) / std cells
floorplan: 1.86 / - / 1.68 / 0.424 / 208
global placement: 1.55 / 0.574 / 1.96 / 0.464 / 297
detailed placement: 1.51 / 0.574 / 1.99 / 0.469 / 297
CTS: 1.13 / 0.605 / 2.53 / 0.487 / 313
global route: 0.985 / 0.605 / 2.69 / 0.502 / 313
finish: 1.15 / 0.605 / 2.50 / 0.485 / 313
No activity file was given, so power comes from the tool's default toggle rates.
