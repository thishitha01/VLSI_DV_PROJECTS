==> /design/flow/run.sh <==
#!/bin/bash
# OpenROAD 26Q1-2900-gdf79404cd8, Yosys 0.63+post, stock flow scripts
make -C /OpenROAD-flow-scripts/flow DESIGN_CONFIG=/design/flow/config.mk WORK_HOME=/design/flow/orfs finish
==> /design/flow/config.mk <==
export PLATFORM = sky130hd
export DESIGN_NAME = alu_8bit_pipelined
export DESIGN_NICKNAME = alu_8bit_pipelined
export VERILOG_FILES = /design/flow/design.v
export SDC_FILE = /design/flow/constraint.sdc
export NUM_CORES = 4
export LEC_CHECK = 1
export CORE_UTILIZATION = 30
==> /design/flow/constraint.sdc <==
current_design alu_8bit_pipelined

set clk_period 6.4
set clk_io_pct 0.2

create_clock -name clk0 -period $clk_period [get_ports {clk}]

set non_clock_inputs [all_inputs -no_clocks]
set_input_delay [expr $clk_period * $clk_io_pct] -clock clk0 $non_clock_inputs
set_output_delay [expr $clk_period * $clk_io_pct] -clock clk0 [all_outputs]
==> /design/flow/design.v <==
`timescale 1ns/1ps
module alu_8bit_pipelined (
    input  logic        clk, rst,
    input  logic [7:0]  A, B,
    input  logic [2:0]  opcode,
    input  logic        signed_op,
    output logic [7:0]  result,
    output logic        carry, overflow, zero, negative
);
    logic [7:0]  A_reg, B_reg, result_reg;
    logic [2:0]  opcode_reg;
    logic        signed_op_reg;
    logic        carry_reg, overflow_reg, zero_reg, negative_reg;
    logic [8:0] add_sub_res;
    logic [7:0] logic_res, shift_res;
always @(posedge clk or posedge rst) begin
    if (rst) begin
        A_reg <= 0; B_reg <= 0;
        opcode_reg <= 0; signed_op_reg <= 0;
    end else begin
        A_reg <= A;
        B_reg <= B;
        opcode_reg <= opcode;
        signed_op_reg <= signed_op;
    end
end
always @(A_reg or B_reg or opcode_reg or signed_op_reg) begin
    if (opcode_reg==3'b000) begin
        if (signed_op_reg)
            add_sub_res = $signed(A_reg) + $signed(B_reg);
        else
            add_sub_res = {1'b0, A_reg} + {1'b0, B_reg};
    end else if (opcode_reg==3'b001) begin
        if (signed_op_reg)
            add_sub_res = $signed(A_reg) - $signed(B_reg);
        else
            add_sub_res = {1'b0, A_reg} - {1'b0, B_reg};
    end else add_sub_res = 9'd0;
    case(opcode_reg)
        3'b010: logic_res = A_reg & B_reg;
        3'b011: logic_res = A_reg | B_reg;
        3'b100: logic_res = A_reg ^ B_reg;
        3'b101: logic_res = ~A_reg;
        default: logic_res = 8'd0;
    endcase
    case(opcode_reg)
        3'b110: shift_res = A_reg << 1;
        3'b111: shift_res = A_reg >> 1;
        default: shift_res = 8'd0;
    endcase
    case(opcode_reg)
        3'b000,3'b001: begin
            result_reg = add_sub_res[7:0];
            if (!signed_op_reg) begin
                if (opcode_reg==3'b000) carry_reg = add_sub_res[8];
                else carry_reg = (A_reg < B_reg);
            end else carry_reg = 1'b0;
            if (signed_op_reg) begin
                if (opcode_reg==3'b000)
                    overflow_reg = (A_reg[7]==B_reg[7]) && (result_reg[7]!=A_reg[7]);
                else
                    overflow_reg = (A_reg[7]!=B_reg[7]) && (result_reg[7]!=A_reg[7]);
            end else overflow_reg = 1'b0;
        end
        3'b010,3'b011,3'b100,3'b101: begin
            result_reg = logic_res;
            carry_reg = 1'b0;
            overflow_reg = 1'b0;
        end
        3'b110,3'b111: begin
            result_reg = shift_res;
            carry_reg = (opcode_reg==3'b110)? A_reg[7] : A_reg[0];
            overflow_reg = 1'b0;
        end
    endcase
    zero_reg = (result_reg==8'd0);
    negative_reg = result_reg[7];
end
    assign result   = result_reg;
    assign carry    = carry_reg;
    assign overflow = overflow_reg;
    assign zero     = zero_reg;
    assign negative = negative_reg;
endmodule
==> impl_metrics.env <==
# flow metrics
export IMPL_ctsResizeCount=0
export IMPL_crit_required_ps=5120
export IMPL_final_cell_mix="clkdlybuf4s50_1 (33), inv_1 (25), ha_1 (24)"
export IMPL_gp_congestion=0.900
export IMPL_syn_avg_cell_area_um2=8.68
export IMPL_end_kind="primary output"
export IMPL_cts_buffer_depth=2
export IMPL_coreArea_mm2=0.00606
export IMPL_grt_start_max_net_pins=33
export IMPL_dr_total_vias=1634
export IMPL_post_dp_cell_area_mm2=0.00230
export IMPL_syn_inst=223
export IMPL_initialDrtViolationCount=166
export IMPL_tns_ps=0
export IMPL_cts_tree="yes"
export IMPL_fmax_mhz=219
export IMPL_cts_sinks=20
export IMPL_drc=0
export IMPL_wl_per_cell_um=13.7
export IMPL_numCtsBuffers=3
export IMPL_dr_pass1_iters=4
export IMPL_drt_antenna_violating_nets=0
export IMPL_viasPerCell=5.07
export IMPL_cap_violations=0
export IMPL_dieArea_mm2=0.00678
export IMPL_port_buffers=33
export IMPL_die_y_um=82.3
export IMPL_grt_pass1_wl_um=7250
export IMPL_htree_num_levels=1
export IMPL_hold_viol=0
export IMPL_synth_area_top_cells="dfrtp_1 (26%), ha_1 (16%), inv_1 (4.8%), o21ai_0 (4.1%), a21oi_1 (3.1%)"
export IMPL_flop_cell="dfrtp_1"
export IMPL_grt_usage=0.143
export IMPL_slew_headroom=0.502
export IMPL_synth_edff_count=0
export IMPL_async_flop_share=1.00
export IMPL_cts_clk_slew_worst_paths_ps=70
export IMPL_stdcell_area_mm2=0.00234
export IMPL_hold_buffers=0
export IMPL_rows=28
export IMPL_rsz0062_at_grt="false"
export IMPL_dieWidth_um=82.3
export IMPL_tool_warnings=41
export IMPL_yosys_cells=223
export IMPL_netlist_area_mm2=0.00194
export IMPL_postCtsSetupBuffers=0
export IMPL_start_kind="flop"
export IMPL_peakVddDrop_mv=0.0925
export IMPL_fp_util=0.319
export IMPL_outcome="complete, no violations"
export IMPL_post_route_min_period_ps=4560
export IMPL_p_leak_nw=1.03
export IMPL_worst_hold_path_type="primary input to async pin"
export IMPL_area_growth_pct=20.9
export IMPL_grt_overflow=0
export IMPL_drive_above_1_share=0.0445
export IMPL_slew_violations=0
export IMPL_worst_pin_slew_ps=748
export IMPL_seq_area_frac_synth=0.259
export IMPL_synth_top_cell_area_share=0.259
export IMPL_synth_cell_types=57
export IMPL_ys_chip_area_mm2=0.00194
export IMPL_antenna_found_initial=0
export IMPL_cts_root_buf="clkbuf_8"
export IMPL_ys_flops=20
export IMPL_setup_violations=0
export IMPL_layout_cells_most_common="clkdlybuf4s50_1"
export IMPL_dp_hpwl_um=3500
export IMPL_cp_data_arrival_time_ps=3280
export IMPL_antenna_cells_inserted=0
export IMPL_ioPinCount=34
export IMPL_ys_warn_count=1
export IMPL_routed_wl_um=4410
export IMPL_power_density_mw_per_mm2=149
export IMPL_grt_pass1_vias=1466
export IMPL_worstSetupPathType="flop to primary output"
export IMPL_yosysTopAreaCell="dfrtp_1"
export IMPL_path_max_fanout=4
export IMPL_finalClockPeriodUsage=0.713
-- routing by layer --
metal  GRT usage  wire, µm  part of all wire  vias up
met3     0.00892       161             0.036        4
met5           0         0                 0        -
li1            -         -                 -      845
met1       0.240      2330              0.53      747
met2       0.203      1850              0.42       38
met4      0.0246        73             0.017        0
-- layout make-up --
cell class                      instances  area [µm²]
Multi-Input combinational cell        164        1270
Tap cell                               75        93.8
Fill cell                             608        3720
Clock buffer                            3        41.3
Inverter                               26        97.6
Timing Repair Buffer                   34         338
Sequential cell                        20         500
-- synthesized netlist by cell type (2+ instances only) --
library cell / count
a31oi_1: 3
fa_1: 2
a21o_1: 2
and2_1: 2
nor2_1: 11
a311oi_1: 2
nor3_1: 7
nand2b_1: 8
or4_1: 3
nand2_1: 11
inv_1: 25
o211a_1: 2
o311a_1: 2
dfrtp_1: 20
mux4_2: 2
buf_6: 2
nor2b_1: 3
a221oi_1: 3
mux2i_1: 4
xnor2_1: 4
a211oi_1: 4
o21bai_1: 3
o21ai_0: 16
o2111ai_1: 2
a21oi_1: 12
clkbuf_1: 8
ha_1: 24
nand3_1: 4
o211ai_1: 3
or3_1: 2
-- where the power goes --
group          internal (mW)  switching (mW)
Clock                 0.0417          0.0355
Combinational         0.0673          0.0604
Sequential             0.133          0.0102
-- worst max-delay path by stage --
stage / startpoint / to / slack [ps] / depth (start not counted)
CTS: A_reg[0] / zero / 1810 / 11
global route: A_reg[0] / zero / 1580 / 11
finish: A_reg[0] / zero / 1840 / 11
-- worst max-delay path, stage by stage (launching register included) --
cell	delay, ps
dfrtp_1	390
inv_1	120
ha_1	180
inv_1	60
fa_1	370
nor2b_1	150
o311a_1	300
o21ai_0	140
a31oi_1	110
or4_1	580
nor4_2	140
clkdlybuf4s50_1	490
-- per-stage QoR --
step,hold slack (ps),utilization,setup slack [ps],cells,power (mW)
after global placement,1730,0.379,2120,319,0.273
final,1450,0.386,1840,322,0.348
after floorplan,1240,-,2810,223,0.227
after CTS,1450,0.386,1810,322,0.354
after global routing,1450,0.386,1580,322,0.377
after detailed placement,1730,0.379,2090,319,0.273
-- kinds of logic after synthesis --
| family | Yosys count | share of synthesized area |
|---|---|---|
| simple gates | 58 | 0.160 |
| fa+ha+maj | 26 | 0.176 |
| xor+xnor | 4 | 0.0181 |
| buf+inv | 39 | 0.0860 |
| compound gates | 68 | 0.246 |
| flops | 20 | 0.259 |
| mux | 8 | 0.0556 |
Power and IR drop assume default switching activity.
