==> design/flow/design.v <==
module multiplier(
  input wire clk,
  input wire rst_n,
  input wire [15:0]a,
  input wire [15:0]b,
  output reg [31:0] res);
  always @(posedge clk or negedge rst_n) begin
    if(!rst_n) begin
      res<=0;
    end
    else begin
      res<=a*b;
    end
  end
endmodule
==> design/flow/run.sh <==
#!/bin/bash
# OpenROAD 26Q1-2900-gdf79404cd8, Yosys 0.63+post, stock flow scripts
make -C /OpenROAD-flow-scripts/flow DESIGN_CONFIG=/design/flow/config.mk WORK_HOME=/design/flow/orfs finish
==> design/flow/config.mk <==
export PLATFORM = sky130hd
export DESIGN_NAME = multiplier
export DESIGN_NICKNAME = multiplier
export VERILOG_FILES = /design/flow/design.v
export SDC_FILE = /design/flow/constraint.sdc
export NUM_CORES = 4
export LEC_CHECK = 1
export CORE_UTILIZATION = 50
==> design/flow/constraint.sdc <==
current_design multiplier

set clk_period 1.0
set clk_io_pct 0.2

create_clock -name clk0 -period $clk_period [get_ports {clk}]

set non_clock_inputs [all_inputs -no_clocks]
set_input_delay [expr $clk_period * $clk_io_pct] -clock clk0 $non_clock_inputs
set_output_delay [expr $clk_period * $clk_io_pct] -clock clk0 [all_outputs]
==> deck_impl_summary.md <==
Flow Results at a Glance

Synthesis
  – #FFs+latches synth: 32
  – Syn avg cell area: 9.13 um2
  – Post-synthesis cell area: 0.00946 mm2
  – Top_reg_cell synth: dfrtp_1
  – Synth Seq Share: 8.46%
  – EDFF count, synth: 0
  – Yosys Chip Area: 0.00946 mm2
  – Unique cell types: 47
  – # Cells Yosys: 1,036
  – Synth Instances: 1,036
  – Fraction of registers with async set/reset: 100%
  – YS warnings: 1

Layout
  – Most common logic cells in the final layout: inv_1, fa_1, buf_4
  – Comb area: 0.00869 mm2
  – Post-route insts no fill: 1,513
  – Max FFs per register: 32
  – Filler Cell Count: 1,337
  – Top flop regs: res (32)
  – Share of post-route cells with drive strength above 1: 38.8%
  – Largest register by flop count: res
  – Highest-count logic cell in the final layout: inv_1
  – Utilization after layout: 72.3%
  – Register area: 801 um2
  – Synth-to-Final Area Change: 39.7%

Worst setup path
  – Crit path largest cell delay: 0.55 ns
  – Setup CP Type: in2reg
  – Req. time, crit path: 1.16 ns
  – CP Max Fanout: 5
  – Cells along the critical path: buf_12 > buf_6 > buf_6 > and2_4 > fa_1 > inv_2 > fa_1 > fa_2 > inv_2 > fa_2 > fa_1 > inv_2 > fa_1 > inv_2 > ha_4 > a21oi_4 > o21ai_4 > a221oi_4 > o21a_1 > o21ai_2 > xor2_1
  – Critical Path Sink Type: register
  – CP startpoint kind: primary input
  – Max stage delay cell, worst path: fa_1
  – Critical path data arrival time: 5.13 ns

Global route
  – Largest net degree at the start of global routing: 33
  – Gr ovfl total: 0
  – GRT Total Usage: 27.9%
  – Initial antenna violation count: 1
  – Vias in the first global route: 7,987
  – First-pass GRT wire length: 39.6 mm

Route
  – Vias: 7,639
  – First-pass DRT Iterations: 4
  – Routed wire length: 24.3 mm
  – Number of DRC markers in iteration 0: 236
  – Drt wl/cell: 16.0 um
  – Post-route ant nets: 0
  – DRC viols: 0
  – Vias per cell: 5.05

Placement
  – Worst slack, placed: -4.74 ns
  – Placed Instances: 1,446
  – PortBufs: 65
  – GPL Wtd Cong: 0.948
  – Detailed Place HPWL: 19.4 mm

Floorplan
  – Num ports: 66
  – Core ar.: 0.0183 mm2
  – Die area: 0.0195 mm2
  – Num rows: 49
  – Initial Util: 51.8%
  – Die height: 140 um
  – Chip width: 140 um

STA
  – # setup viols final: 30
  – TNS Setup: -102.14 ns
  – RSZ-0062 raised after global routing: true
  – Final worst setup slack: -3.96 ns
  – Slew Limit Headroom: 78.5%
  – Max Clock Freq: 201 MHz
  – Min Tclk post-route: 4.96 ns
  – Slew @ Worst Pin: 0.323 ns
  – Tcrit/Tclk final: 496%
  – Final tally of max-slew violations: 0
  – Final Hold Violating Endpoints: 0

Outcome
  – Status: finished with violations
  – Failing checks: setup timing

CTS
  – Clock Path Buffers: 2
  – CTS clk-pin slew, worst paths: 0.05 ns
  – CTS sink cnt: 32
  – CTS tree: yes
  – H-Tree Depth: 2
  – CTS Buf Count: 5
  – Root cell of the clock tree: clkbuf_16

Flow run
  – Max-cap violation count: 0
  – OpenROAD warning count: 28

Min path
  – Worst Hold Class: in2async
## worst max path at each step
stage | slack [ns] | depth (start not counted) | startpoint | to
4_1_cts | -4.20 | 21 | b[6] | res[27]
5_1_grt | -4.14 | 21 | b[6] | res[29]
6_report | -3.96 | 21 | b[6] | res[29]
## cells by family after synthesis
| kind of cell | Yosys count | share of synthesized area [%] |
|---|---|---|
| flip-flops | 32 | 8.46 |
| XOR/XNOR | 27 | 2.50 |
| AND-OR/OR-AND | 84 | 6.06 |
| buffers and inverters | 265 | 10.8 |
| AND/OR/NAND/NOR | 330 | 17.3 |
| adder cells (fa/ha/maj) | 298 | 54.8 |
## cell usage after synthesis, types with 9 or more instances
master      n  area, um2
a21o_1     10       75.1
a21oi_1    21        105
and2_1    126        788
clkbuf_1   34        128
dfrtp_1    32        801
fa_1      194       3880
ha_1      104       1300
inv_1     224        841
nand2_1   151        567
nand3_1     9       45.0
nand4_1     9       56.3
nor2_1     15       56.3
o21ai_1     9       45.0
xnor2_1    19        166
## through the flow
stage          cell area (um2)  hold slack [ns]
6_report                 13200            0.294
4_1_cts                  12800            0.301
3_5_place_dp             12000            0.600
2_1_floorplan            10200          -0.0956
5_1_grt                  13200            0.299
3_3_place_gp             12000            0.584
## timing repair
action	4_1_cts	5_1_grt
setup endpoints to repair	64	34
resized	320	170
pin swaps	110	137
hold buffers	0	0
gates cloned	1	1
buffers inserted	48	23
endpoints found under the hold margin	0	0
## critical path: cells and delay by family
| family | cells | cell delay [ns] |
|---|---|---|
| adders and majority gates | 7 | 3.29 |
| AOI/OAI and AO/OA | 5 | 0.84 |
| buffers and inverters | 7 | 0.51 |
| xor gates and xnor gates | 1 | 0.16 |
| and+or+nand+nor | 1 | 0.13 |
## metal layers
metal	track usage, %	vias up	wire, um
met3	7.43	21	1720
met1	41.2	3794	9980
met5	0	-	0
met4	3.18	0	285
met2	45.5	205	12300
li1	-	3619	-
## cell type report
cell class,instances,share of cell area [%]
antenna,1,0.0189
clock buffer,6,1.05
clock inverter,2,0.114
inverter,224,6.36
multi-input combinational,739,65.8
sequential,32,6.06
tap,229,2.17
timing repair buffer,280,18.4
